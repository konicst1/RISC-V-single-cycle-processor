**flow/design.v**
```verilog
`default_nettype none
module processor( input         clk, reset,
                  output [31:0] PC,
                  input  [31:0] instruction,
                  output        WE,
                  output [31:0] address_to_mem,
                  output [31:0] data_to_mem,
                  input  [31:0] data_from_mem
                );
	wire branchJalr_w, branchJal_w, branchBeq_w, regWrite_w, memToReg_w, memWrite_w, aluSrc_w, auiControl_w;
	wire[2:0] immControl_w;
	wire[3:0] aluControl_w;
	wire[31:0] immOp_w;
	wire[31:0] srcA_w, srcB_w;
	wire[31:0] rs2_w;
	wire zero_w;
	wire[31:0] aluOut_w;
	wire[31:0] wd3_w;
	wire[31:0] pc_plus_4_w, pc_plus_imm_w;
	wire[31:0] branchmux_to_datamux_w;
	wire[31:0] PCn_w, PC_w;
	wire[31:0] auimuxout_w;
	control_unit CONTROL_UNIT(instruction, branchJalr_w, branchJal_w, branchBeq_w, regWrite_w, memToReg_w, 					  memWrite_w, aluSrc_w, auiControl_w,aluControl_w, immControl_w);
	imm_decoder IMM_DECODER( instruction[31:7], immControl_w, immOp_w);
	mux2_1 ALU_MUX(rs2_w, immOp_w, aluSrc_w, srcB_w);
	ALU ALU_3000(srcA_w, srcB_w, aluControl_w, zero_w, aluOut_w);
	GPR_set GPR_SET(instruction[19:15], instruction[24:20], instruction[11:7], wd3_w, regWrite_w, srcA_w, rs2_w, clk);
	assign address_to_mem = auimuxout_w;
	assign data_to_mem = rs2_w;
	assign WE = memWrite_w;
	mux2_1 BRANCH_WRITE_MUX(auimuxout_w, pc_plus_4_w, branchJalr_w | branchJal_w, branchmux_to_datamux_w);
	mux2_1 DATA_MUX(branchmux_to_datamux_w, data_from_mem, memToReg_w, wd3_w);
	mux2_1 AUIPC_MUX(aluOut_w, pc_plus_imm_w, auiControl_w, auimuxout_w);
	mux3_1 PC_MUX(pc_plus_4_w, aluOut_w, pc_plus_imm_w, (branchBeq_w & zero_w) | branchJal_w, branchJalr_w, PCn_w);
	pc_passer PC_PASSER(PCn_w, clk, reset, PC_w);
	assign PC = PC_w;
	adder_4 PC_4_ADDER(PC_w, pc_plus_4_w);
	adder_32 PC_IMM_ADDER(immOp_w, PC_w, pc_plus_imm_w);
endmodule
`default_nettype wire
module mux2_1(input[31:0] d0, d1,input s, output[31:0] y);
  assign y = s ? d1 : d0;
endmodule
module mux3_1(input[31:0] d0, d1, d2, input s1, s0, output[31:0] y);
	wire[31:0] w0;
	mux2_1 A(d0, d2, s1, w0);
	mux2_1 B(w0, d1, s0, y);
endmodule 
module GPR_set(input[4:0] a1, a2, a3, input[31:0] wd3, input we3, output reg[31:0] rd1, rd2, input clk);
	reg [31:0] regs[31:0];
	always@(*) begin	
		regs[0] = 0; 	
		rd1 = regs[a1];
		rd2 = regs[a2];
	end
	always@(posedge clk) begin
		if(we3) regs[a3]=wd3;	
	end
endmodule
module adder_32(input[31:0] a1, a2, output [31:0] y);
	assign y = a1 + a2;
endmodule
module adder_4(input[31:0] a1, output [31:0] y);
	assign y = a1 + 4;
endmodule
module ALU(input signed [31:0] srcA, srcB, input[3:0] ALUControl, output reg zero, output reg[31:0] ALUOut);
	always@(*) begin
		case(ALUControl)
			4'b0000:  ALUOut = srcA + srcB;
			4'b0001:  ALUOut = srcA - srcB;
			4'b0010:  ALUOut = (srcA < srcB) ? 1 : 0 ;
			4'b0011:  ALUOut = srcA & srcB;
			4'b0100:  ALUOut = { srcA[31:24] + srcB[31:24], srcA[23:16] + srcB[23:16], srcA[15:8] + srcB[15:8], srcA[7:0] + srcB[7:0]};
			4'b0101:  ALUOut = { srcB[31:12], 12'b0};
			4'b0110:  ALUOut = srcA << srcB;
			4'b0111:  ALUOut = ( $unsigned(srcA) >> (srcB) );
			4'b1000:  ALUOut = ( $signed(srcA) >> (srcB) );
		default:
			ALUOut = 32'b11111111111111111111111111111111;
		endcase
		if(ALUOut == 0) zero = 1;
		else zero = 0;
	end
endmodule
module imm_decoder(input[31:7] imm, input[2:0] immControl, output reg[31:0] immOp);
	always@(*) begin
		case(immControl)
			3'b000: immOp = { {20{imm[31]}}, imm[31:20] };
			3'b001: immOp = { {20{imm[31]}}, imm[31:25], imm[11:7] };
			3'b010: immOp = { {19{imm[31]}}, imm[31], imm[7], imm[30:25], imm[11:8], 1'b0 };
			3'b011: immOp = { imm[31:12], 12'b0 };
			3'b100: immOp = { {11{imm[31]}}, imm[31], imm[19:12], imm[20], imm[30:21], 1'b0 };
		default:
			immOp = 32'b0;
		endcase
	end
endmodule
module control_unit(input[31:0] instr, output reg branchJalr, branchJal, branchBeq, regWrite, memToReg, memWrite, aluSrc, auiControl_w 						,output reg[3:0] aluControl, output reg[2:0] immControl);
	always@(*)begin
		case(instr[6:0])
			7'b0110011: begin
				case(instr[14:12])
					3'b000: begin
						case(instr[31:25])
							7'b0000000: begin
								immControl = 3'b000;
								aluSrc = 0;
								aluControl = 4'b0000;
								memWrite = 0;
								memToReg = 0;
								regWrite = 1;
								branchBeq = 0;
								branchJal = 0;
								branchJalr = 0;
								auiControl_w = 0;
							end
							7'b0100000: begin
								immControl = 3'b000;
								aluSrc = 0;
								aluControl = 4'b0001;
								memWrite = 0;
								memToReg = 0;
								regWrite = 1;
								branchBeq = 0;
								branchJal = 0;
								branchJalr = 0;
								auiControl_w = 0;
							end
						default: immControl = 3'b111;
						endcase
					end
					3'b111: begin
						immControl = 3'b000;
						aluSrc = 0;
						aluControl = 4'b0011;
						memWrite = 0;
						memToReg = 0;
						regWrite = 1;
						branchBeq = 0;
						branchJal = 0;
						branchJalr = 0;
						auiControl_w = 0;
					end
					3'b010: begin
						immControl = 3'b000;
						aluSrc = 0;
						aluControl = 4'b0010;
						memWrite = 0;
						memToReg = 0;
						regWrite = 1;
						branchBeq = 0;
						branchJal = 0;
						branchJalr = 0;
						auiControl_w = 0;
					end
					3'b001: begin
						immControl = 3'b000;
						aluSrc = 0;
						aluControl = 4'b0110;
						memWrite = 0;
						memToReg = 0;
						regWrite = 1;
						branchBeq = 0;
						branchJal = 0;
						branchJalr = 0;
						auiControl_w = 0;
					end
					3'b101: begin
						case(instr[31:25])
							7'b0000000: begin
								immControl = 3'b000;
								aluSrc = 0;
								aluControl = 4'b0111;
								memWrite = 0;
								memToReg = 0;
								regWrite = 1;
								branchBeq = 0;
								branchJal = 0;
								branchJalr = 0;
								auiControl_w = 0;
							end
							7'b0100000: begin
								immControl = 3'b000;
								aluSrc = 0;
								aluControl = 4'b1000;
								memWrite = 0;
								memToReg = 0;
								regWrite = 1;
								branchBeq = 0;
								branchJal = 0;
								branchJalr = 0;
								auiControl_w = 0;
							end
						default: immControl = 3'b111;
						endcase
					end
				default: immControl = 3'b111;
				endcase
			end
			7'b0010011: begin
				immControl = 3'b000;
				aluSrc = 1;
				aluControl = 4'b0000;
				memWrite = 0;
				memToReg = 0;
				regWrite = 1;
				branchBeq = 0;
				branchJal = 0;
				branchJalr = 0;
				auiControl_w = 0;
			end
			7'b0000011: begin
				immControl = 3'b000;
				aluSrc = 1;
				aluControl = 4'b0000;
				memWrite = 0;
				memToReg = 1;
				regWrite = 1;
				branchBeq = 0;
				branchJal = 0;
				branchJalr = 0;
				auiControl_w = 0;
			end
			7'b1100111: begin
				immControl = 3'b000;
				aluSrc = 1;
				aluControl = 4'b0000;
				memWrite = 0;
				memToReg = 0;
				regWrite = 1;
				branchBeq = 0;
				branchJal = 0;
				branchJalr = 1;
				auiControl_w = 0;
			end
			7'b1100011: begin
				immControl = 3'b010;
				aluSrc = 0;
				aluControl = 4'b0001;
				memWrite = 0;
				memToReg = 0;
				regWrite = 0;
				branchBeq = 1;
				branchJal = 0;
				branchJalr = 0;
				auiControl_w = 0;
			end
			7'b0100011: begin
				immControl = 3'b001;
				aluSrc = 1;
				aluControl = 4'b0000;
				memWrite = 1;
				memToReg = 1;
				regWrite = 0;
				branchBeq = 0;
				branchJal = 0;
				branchJalr = 0;
				auiControl_w = 0;
			end
			7'b0110111: begin
				immControl = 3'b011;
				aluSrc = 1;
				aluControl = 4'b0101;
				memWrite = 0;
				memToReg = 0;
				regWrite = 1;
				branchBeq = 0;
				branchJal = 0;
				branchJalr = 0;
				auiControl_w = 0;	
			end
			7'b1101111: begin
				immControl = 3'b100;
				aluSrc = 0;
				aluControl = 4'b0000;
				memWrite = 0;
				memToReg = 0;
				regWrite = 1;
				branchBeq = 0;
				branchJal = 1;
				branchJalr = 0;
				auiControl_w = 0;
			end
			7'b0001011: begin
				immControl = 3'b000;
				aluSrc = 0;
				aluControl = 4'b0100;
				memWrite = 0;
				memToReg = 0;
				regWrite = 1;
				branchBeq = 0;
				branchJal = 0;
				branchJalr = 0;
				auiControl_w = 0;
			end
			7'b0010111: begin
				immControl = 3'b011;
				aluSrc = 1;
				aluControl = 4'b0100;
				memWrite = 0;
				memToReg = 0;
				regWrite = 1;
				branchBeq = 0;
				branchJal = 0;
				branchJalr = 0;
				auiControl_w = 1;
			end
		default: immControl = 3'b111;	
		endcase
	end
endmodule
module pc_passer(input[31:0] PCn, input clk, input reset, output reg[31:0] PC);
	always@(posedge clk) begin
		if(reset == 1) PC = 31'b0;
		else PC = PCn;
	end
endmodule
```
**flow/run.sh**
```bash
#!/bin/bash
# OpenROAD 26Q1-2900-gdf79404cd8, Yosys 0.63+post, stock flow scripts
make -C /OpenROAD-flow-scripts/flow DESIGN_CONFIG=/design/flow/config.mk WORK_HOME=/design/flow/orfs finish
```
**flow/config.mk**
```make
export PLATFORM = sky130hd
export DESIGN_NAME = processor
export DESIGN_NICKNAME = processor
export VERILOG_FILES = /design/flow/design.v
export SDC_FILE = /design/flow/constraint.sdc
export NUM_CORES = 4
export LEC_CHECK = 1
export CORE_UTILIZATION = 40
```
**flow/constraint.sdc**
```tcl
current_design processor

set clk_period 34.7
set clk_io_pct 0.2

create_clock -name clk0 -period $clk_period [get_ports {clk}]

set non_clock_inputs [all_inputs -no_clocks]
set_input_delay [expr $clk_period * $clk_io_pct] -clock clk0 $non_clock_inputs
set_output_delay [expr $clk_period * $clk_io_pct] -clock clk0 [all_outputs]
```
==> out/qor.csv <==
metric,value,unit
number of nets still failing antenna checks after routing,0,
cell at the root of the clock tree,sky130_fd_sc_hd__clkbuf_16,
synth cell count leaders,"sky130_fd_sc_hd__edfxtp_1 (992), sky130_fd_sc_hd__and3_1 (635), sky130_fd_sc_hd__a22oi_1 (490)",
count of unclocked register or latch pins,12,
total length of routed wires,345400,um
Post CTS Setup Buffer Count,0,
required time worst endpoint,27760,ps
Max-slew headroom,3.117,%
unrepaired setup endpoints after global routing,no,
Critical-path top delay cell,sky130_fd_sc_hd__o31ai_1,
clock-pin slew reported for the worst setup and hold paths after clock tree synthesis,60,ps
Horiz. Die Dim,382.8,um
fraction of registers with async set or reset after synthesis,0,%
worst-case clock buffer depth,3,
tool warning count,58,
DRC violations left,0,
setup ws final,11970,ps
overall die area,146500,um^2
via count normalized by instance count,7.523,
pre-CTS setup slack,12300,ps
post-synthesis cell area,58010,um^2
"Cell Count, Final, Fillers Out",7530,
count of input and output buffers,162,
dominant delay contributor by cell family on the critical path,AND-OR/OR-AND gates,
cell type with the largest total area,sky130_fd_sc_hd__edfxtp_1,
number of fill cells,12890,
TritonCTS clock tree,done,
Period minus WS final,22730,ps
number of instances in the synthesized netlist,5347,
Post-CTS Hold Fix Bufs,0,
status,"finished, final reports clean",
number of setup violations in the final report,0,
static power due to leakage,25.52,nW
final-report hold violation count,0,
CP Class,input pin to primary output,
Layout Skew,85.16,ps
sequential standard cell area,30620,um^2
PwrDens,58.32,nW/um^2
count of synthesis-stage warnings from yosys,6,
worst hold slack,525.6,ps
die height,382.8,um
buffers and inverters on the worst path,6,
I/O pin cnt,163,
area overhead of the layout relative to synthesis,16.24,%
kind of path behind the tightest hold check,flop to flop,
H-tree lvl count,3,
global route total overflow,0,
reg-to-reg setup timing slack,25960,ps
number of global-route vias before repair,55200,
Synthesized registers,1036,
largest net degree at the start of global routing,92,
global-route usage over all layers,49.29,%
first-iteration detailed-routing DRC count,7508,
post-synthesis cell count from yosys,5347,
vias post-DR,56650,
cell types occupying the most area after synthesis,"sky130_fd_sc_hd__edfxtp_1 (51%), sky130_fd_sc_hd__and3_1 (6.8%), sky130_fd_sc_hd__a22oi_1 (6.3%)",
transition time at the pin with the least slew margin,1438,ps
most popular library cell in the synthesized design by count,sky130_fd_sc_hd__edfxtp_1,
gp weighted congestion,1.125,
maximum frequency from static timing analysis,0.04399,GHz
initial antenna violation count,33,
synth unique cells,108,
dominant register cell,sky130_fd_sc_hd__edfxtp_1,
Initial DRT Pass Iterations,30,
sort of element at the start of the critical path,input pin,
chip area from the yosys synthesis statistics,58010,um^2
MaxCap Viol Count,0,
count of endpoints without a timing constraint,13,
max-slew violation count,0,
Worst path max stage delay,680,ps
core footprint,143800,um^2
number of standard-cell rows in the floorplan,139,
routed wire length per instance,45.87,um
CTS buffer count,109,
Largest type area fraction,51.35,%
period utilization,65.50,%
Floorplan Utilization,40.33,%
clk latency late pin,810,ps
CP Max Fanout,56,
Post-synth EDFFs,992,
dominant cell type by count on the critical path,sky130_fd_sc_hd__buf_4,
placed cells,7285,
Critical Path Sink Type,primary output,
final-layout setup total negative slack,0,ps
post-synthesis average cell area,10.85,um^2
half-perimeter wire length after detailed placement,227700,um
share of post-route cells with drive strength above 1,13.19,%
Peak supply drop,0.00004557,V
post_cts resized,0,
global-route wire length before repair,459700,um
comb. cell area,26080,um^2
critical path arrival,15790,ps
cells along the critical path,"clkdlybuf4s50_1, buf_4, nand3b_1, nor2_4, buf_4, a2111o_1, or4_1, o2bb2ai_4, buf_4, inv_2, fa_1, nor2b_1, o21bai_1, a2111o_1, a21bo_2, nand2_1, a41oi_1, a21oi_1, a211oi_1, o31ai_1, a21oi_1, a211o_1, mux2_2, clkdlybuf4s50_1",
==> layer usage <==
layer | routed length, um | part of all wire, % | up-vias | global-route usage [%]
li1 | - | - | 21720 | -
met1 | 102300 | 30 | 26830 | 51.14
met5 | 3414 | 0.99 | - | 18.45
met2 | 139500 | 40 | 5947 | 64.77
met3 | 64300 | 19 | 2071 | 37.87
met4 | 35900 | 10 | 87 | 36.93
==> worst min-delay path, cell delays in order, from the launching register on <==
cell and delay, ps:
sky130_fd_sc_hd__dfxtp_1 340, sky130_fd_sc_hd__nand2_1 60, sky130_fd_sc_hd__a311oi_1 80
==> per-stage QoR <==
stage	utilization, %	power (mW)	instance area, um^2
2_1_floorplan	-	2.098	58010
3_3_place_gp	44.11	2.630	63440
3_5_place_dp	44.11	2.622	63440
4_1_cts	46.81	3.872	67330
5_1_grt	46.84	4.001	67360
6_report	46.88	3.932	67430
==> cells by family (layout without fill, tap and decap cells) <==
group	Yosys count	count (layout)	share of synthesized area, %
and+or+nand+nor	1965	1965	18.37
AOI/OAI and AO/OA	1456	1456	18.68
DFF	1024	1024	52.46
buffers and inverters	542	782	3.753
muxes	165	165	2.929
adders and majority gates	102	102	2.278
xor gates and xnor gates	81	81	1.223
latches	12	12	0.3106
other	0	40	0
==> report_power, final <==
| group | switching (mW) | internal (mW) |
|---|---|---|
| combinational | 0.795 | 0.305 |
| clock | 0.540 | 0.731 |
| sequential | 0.0222 | 1.54 |
| total | 1.36 | 2.58 |
==> registers in the layout (all words and copies together), names as in the netlist <==
name,cells
CONTROL_UNIT.branchJalr,1
CONTROL_UNIT.memWrite,1
CONTROL_UNIT.memToReg,1
CONTROL_UNIT.regWrite,1
GPR_SET.regs,992
CONTROL_UNIT.aluSrc,1
CONTROL_UNIT.branchJal,1
PC_PASSER.PC,32
CONTROL_UNIT.branchBeq,1
CONTROL_UNIT.aluControl,4
CONTROL_UNIT.auiControl_w,1
==> layout by cell type (no fill, tap or decap), types with 28 or more instances in the layout <==
cell                              instances
sky130_fd_sc_hd__edfxtp_1               992
sky130_fd_sc_hd__and3_1                 633
sky130_fd_sc_hd__a22oi_1                490
sky130_fd_sc_hd__buf_4                  316
sky130_fd_sc_hd__nand2_1                292
sky130_fd_sc_hd__nor2_1                 239
sky130_fd_sc_hd__nand3_1                206
sky130_fd_sc_hd__a2111oi_0              181
sky130_fd_sc_hd__a21oi_1                162
sky130_fd_sc_hd__clkdlybuf4s50_1        158
sky130_fd_sc_hd__mux2i_1                140
sky130_fd_sc_hd__o21ai_0                124
sky130_fd_sc_hd__nand4_1                120
sky130_fd_sc_hd__clkbuf_16              109
sky130_fd_sc_hd__ha_1                    96
sky130_fd_sc_hd__inv_1                   91
sky130_fd_sc_hd__nor2_4                  73
sky130_fd_sc_hd__nor3_1                  66
sky130_fd_sc_hd__a221oi_1                51
sky130_fd_sc_hd__or4_1                   50
sky130_fd_sc_hd__xnor2_1                 46
sky130_fd_sc_hd__or3_1                   44
sky130_fd_sc_hd__diode_2                 40
sky130_fd_sc_hd__a21o_1                  37
sky130_fd_sc_hd__o211ai_1                35
sky130_fd_sc_hd__xor2_1                  35
sky130_fd_sc_hd__dfxtp_1                 32
sky130_fd_sc_hd__nand2b_1                31
sky130_fd_sc_hd__nand3b_1                31
sky130_fd_sc_hd__o21ai_2                 30
sky130_fd_sc_hd__nor4_1                  28
==> layout make-up <==
cell class,count,area share (%)
inverter,98,0.5456
multi-input combinational,3769,38.68
timing repair buffer,479,5.923
clock inverter,86,1.663
antenna,40,0.1485
clock buffer,119,4.101
tap,1903,3.531
sequential,1036,45.41
==> worst paths after layout <==
check | from | end | cells past startpoint
worst max-delay path | instruction[23] | address_to_mem[0] | 24
worst min-delay path | PC_PASSER.PC[0] | PC_PASSER.PC[0] | 2
worst max register to register | GPR_SET.regs[23][0] | PC_PASSER.PC[9] | 27
worst min register to register | PC_PASSER.PC[0] | PC_PASSER.PC[0] | 2
Power is estimated from default activity; no workload was simulated.
